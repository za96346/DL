==> ./design.v <==
module BCD_SEVEN(BCD, SEGMENT);
    input [3: 0] BCD;
    output [7: 0] SEGMENT;
    assign SEGMENT = (BCD == 4'h0) ? 8'hc0 :
                     (BCD == 4'h1) ? 8'hF9 :
                     (BCD == 4'h2) ? 8'hA4 :
                     (BCD == 4'h3) ? 8'hB0 :
                     (BCD == 4'h4) ? 8'h99 :
                     (BCD == 4'h5) ? 8'h92 :
                     (BCD == 4'h6) ? 8'h82 :
                     (BCD == 4'h7) ? 8'hF8 :
                     (BCD == 4'h8) ? 8'h80 :
                     (BCD == 4'h9) ? 8'h90 :
                     8'hFF;
endmodule
module COUNTER(CLK, RESET, Q);
    input CLK, RESET;
    output [3:0] Q;
    reg [3:0] Q;
    always @(posedge CLK or negedge RESET)
        if (!RESET)
            Q = 4'h0;
        else
            begin
                Q = Q + 1'b1;
                if (Q == 4'hD)
                    Q = 4'h0;
            end
endmodule
module BCD_DECODER2(CLK, RESET, SEGMENT);
    input CLK;
    input RESET;
    output [15:0] SEGMENT;
    wire [7:0] BCD;
    COUNTER     A1  (CLK, RESET, BCD);
    BCD_SEVEN   A2  (BCD[3:0], SEGMENT[7:0]);
    BCD_SEVEN   A3  (BCD[7:4], SEGMENT[15:8]);
endmodule
==> ./run.sh <==
#!/bin/bash
# OpenROAD 26Q1-2900-gdf79404cd8, Yosys 0.63+post, stock flow scripts
make -C /OpenROAD-flow-scripts/flow DESIGN_CONFIG=/design/flow/config.mk WORK_HOME=/design/flow/orfs finish
==> ./config.mk <==
export PLATFORM = sky130hd
export DESIGN_NAME = BCD_DECODER2
export DESIGN_NICKNAME = BCD_DECODER2
export VERILOG_FILES = /design/flow/design.v
export SDC_FILE = /design/flow/constraint.sdc
export NUM_CORES = 4
export LEC_CHECK = 1
export CORE_AREA = 10 10 70 70
export DIE_AREA = 0 0 80 80
==> ./constraint.sdc <==
current_design BCD_DECODER2

set clk_period 1.6
set clk_io_pct 0.2

create_clock -name clk0 -period $clk_period [get_ports {CLK}]

set non_clock_inputs [all_inputs -no_clocks]
set_input_delay [expr $clk_period * $clk_io_pct] -clock clk0 $non_clock_inputs
set_output_delay [expr $clk_period * $clk_io_pct] -clock clk0 [all_outputs]
==> flow_summary.ini <==
; flow metrics
[setup_path]
r2r_setup_slack_ps = 190
reg2reg_depth = 6
r2r-start = A1.Q[0]$_DFF_PN0_
critPathKind = register to output pin
required_ps = 1280
worstPathMaxFanout = 4
regToRegEndpoint = A1.Q[0]$_DFF_PN0_
startpoint_type = register
crit_arrival_ps = 1590
crit_path_end_kind = output pin

[routing]
routed_wl_mm = 1.39
antenna_cells = 0
drc = 0
detailroute.via_count = 504
firstDrtPassIters = 2
ant_nets = 0
wl_per_cell_microns = 9.84
first_iter_violations = 20
via_per_inst = 3.57

[clock_tree]
cts_tree = done
clockRootBuffer = clkbuf_4
cts-buffers-inserted = 3
cts_max_path_buffers = 2
clock_sinks = 4
clock_latency_ps = 230
htree_num_levels = 1
path_clk_slew_ps = 40

[synthesis]
synthArstFlopShare = 1.00
syn-cell-area_sq_um = 498
ys_types = 28
ys_warn_count = 2
avgSynthCellArea_sq_um = 8.30
top_cell_area_share = 0.201
ys_chip_area_sq_um = 498
yosys-stat-cells = 60
postSynthCellCount = 60
topCellsByArea = dfrtp_1 (20%), buf_4 (15%), ha_1 (13%)
top_area_cell = dfrtp_1
synth_seq_share = 0.201
ys.flops = 4
yosys_most_used_dff = dfrtp_1
synth-edff-count = 0

[sta]
tns_ps = -1560
drv_slew = 0
min_period_ps = 1910
rsz0062_at_grt = true
fin_ws_ps = -312
finalCritPeriodShare = 1.19
finalSetupViolCount = 7
final-hold-violation-count = 0
fin_skew_ps = 1.17
timing.fmax_ghz = 0.523
hold_ws_ps = 290

[global_route]
grt_pass1_wl_mm = 2.26
grt-ovfl-total = 0
track_usage = 0.0413
grt_max_degree = 10
grt_antenna_before_repair = 0
grt_pass1_vias = 524

[outcome]
violations = negative setup slack
status = finished, violations left

[floorplanning]
die_x_microns = 80
dieArea_sq_um = 6400
pin_count = 18
fp.coreArea_sq_um = 3420
die_h_microns = 80
rows = 21
fp-utilization = 0.146

[final_layout]
largest_register_ffs = 4
final_cell_mix = buf_4 (21), conb_1 (9), buf_2 (8), buf_6 (7)
syn_to_final_growth_pct = 78.4
drive_gt1_frac = 0.589
mostFrequentLayoutCell = buf_4

[power_and_ir_drop]
intPower_w = 0.000188
p_clk_frac = 0.533
swShare = 0.179
power.leakage_nw = 0.405
power_density_nw_per_um2 = 257
p_seq_frac = 0.445
vdd_drop_max_v = 0.000214
combPwrFrac = 0.022
p_sw_w = 0.0000408

[place]
dp_hpwl_microns = 921
place_ws_ps = -524
portBuffers = 8
gp_congestion = 0.777

[job]
cap_violations = 0
warnings = 31

[hold_path]
hp-class = primary input to asynchronous set/reset pin
-- repair_timing --
item | 4_1_cts | 5_1_grt
pin swaps | 9 | 3
buffers inserted | 10 | 4
resized | 51 | 2
hold buffers | 0 | 0
setup endpoints to repair | 7 | 7
-- cell usage after synthesis (all sizes together), types with 2 or more instances --
master,n
ha,5
o21ai,5
a21oi,3
nand2,2
dfrtp,4
nor2,4
inv,5
conb,2
buf,12
a21boi,2
nor2b,2
-- critical path: stages, from the launching register on --
cell and delay (ps):
dfrtp_2 450, buf_6 140, ha_4 160, nor3b_1 130, o21a_1 180, a221oi_2 170, buf_2 130
-- kinds of logic after synthesis --
kind of cell,share of synthesized area
AOI/OAI and AO/OA,0.266
xor gates and xnor gates,0.0352
adders and majority gates,0.126
buffers and inverters,0.221
DFF,0.201
other,0.0151
and+or+nand+nor,0.136
-- layout make-up --
class / count / area [sq um]
Sequential cell: 4 / 101
Fill cell: 377 / 2530
Clock buffer: 3 / 22.5
Multi-Input combinational cell: 46 / 399
Tap cell: 46 / 57.6
Inverter: 5 / 21.3
Timing Repair Buffer: 37 / 287
-- power groups by stage --
stage     registers, W    logic, W  clock network [W]
5_1_grt       0.000102  0.00000707           0.000139
4_1_cts       0.000102  0.00000596           0.000129
6_report      0.000102  0.00000504           0.000122
-- how the worst max path moves through the flow --
| stage | slack (ps) | endpoint | start | cells past startpoint |
|---|---|---|---|---|
| after global routing | -400 | SEGMENT[1] | A1.Q[0]$_DFF_PN0_ | 6 |
| after CTS | -310 | SEGMENT[3] | A1.Q[0]$_DFF_PN0_ | 7 |
| final | -310 | SEGMENT[1] | A1.Q[0]$_DFF_PN0_ | 6 |
-- routing by layer --
| metal | global-route usage | wire length (microns) | share of wire |
|---|---|---|---|
| met2 | 0.0650 | 628 | 0.45 |
| met5 | 0 | 0 | 0 |
| met4 | 0.00528 | 0 | 0 |
| met3 | 0.0170 | 101 | 0.073 |
| met1 | 0.0526 | 659 | 0.47 |
-- through the flow --
stage / instance area [sq um] / total power [W] / cells / utilization
floorplan: 524 / 0.000119 / 67 / -
global placement: 691 / 0.000109 / 125 / 0.202
detailed placement: 691 / 0.000109 / 125 / 0.202
CTS: 862 / 0.000237 / 138 / 0.252
global route: 888 / 0.000247 / 141 / 0.260
finish: 888 / 0.000228 / 141 / 0.260
Power is estimated from default activity; no workload was simulated.
