--- /design/flow/design.v ---
module OneNumber(I, NUMBER);
    parameter LENGTH = 16;
    input [LENGTH - 1:0] I;
    output [4:0] NUMBER;
    reg [4:0] NUMBER;
    integer j;
    always @(I)
        begin
            NUMBER = 5'b00000;
            j = LENGTH - 1;
            repeat (LENGTH)
                begin
                    if (I[j])
                    NUMBER = NUMBER + 1;
                    j = j - 1;
                end
        end
endmodule
--- /design/flow/run.sh ---
#!/bin/bash
# OpenROAD 26Q1-2900-gdf79404cd8, Yosys 0.63+post, stock flow scripts
make -C /OpenROAD-flow-scripts/flow DESIGN_CONFIG=/design/flow/config.mk WORK_HOME=/design/flow/orfs finish
--- /design/flow/config.mk ---
export PLATFORM = sky130hd
export DESIGN_NAME = OneNumber
export DESIGN_NICKNAME = OneNumber
export VERILOG_FILES = /design/flow/design.v
export SDC_FILE = /design/flow/constraint.sdc
export NUM_CORES = 4
export LEC_CHECK = 1
export CORE_AREA = 10 10 79 79
export DIE_AREA = 0 0 89 89
--- /design/flow/constraint.sdc ---
current_design OneNumber

set clk_period 6.1
set clk_io_pct 0.2

create_clock -name clk0 -period $clk_period

set non_clock_inputs [all_inputs -no_clocks]
set_input_delay [expr $clk_period * $clk_io_pct] -clock clk0 $non_clock_inputs
set_output_delay [expr $clk_period * $clk_io_pct] -clock clk0 [all_outputs]
==> job_summary.md <==
### Yosys + OpenROAD results

| Metric | Value |
|---|---|
| Classification of the worst-slack hold path | input pin to output port |
| Count of buffers from port buffering | 21 |
| Number of antenna violations at the first check in global routing | 0 |
| Total via count after detailed routing | 2088 |
| Critical Path Slowest Stage Cell | ha_1 |
| Worst-path fanout max | 3 |
| Setup WS post-layout | -3350 ps |
| Final setup violating endpoints | 5 |
| Final standard cell count with taps included and fillers excluded | 425 |
| Placed insts | 415 |
| Die Span Y | 89 um |
| Count of standard-cell rows | 25 |
| Maximum number of pins on one net before global-route repair | 13 |
| Crit-path most repeated cell | ha_4 |
| Number of instances in the synthesized netlist | 259 |
| DRC viols | 0 |
| Sequential fraction of the synthesis area | 0% |
| Cells in synth_stat.txt | 259 |
| RSZ-0062 raised after global routing | true |
| Max_cap viols | 0 |
| Detail Route met3 WL | 101 um |
| Growth of design area from synthesis to finish | 64.7% |
| Iter 0 DRT Violations | 109 |
| Violated checks | setup timing |
| Layout cells sized above 1 | 48.5% |
| Overflow left after global routing | 0 |
| Type of destination of the critical path | output port |
| Post-Route Setup TNS | -11920 ps |
| Vias per cell | 4.91 |
| Core area | 4660 um^2 |
| Number of max-slew violations in the final report | 0 |
| Number of distinct library cells after synthesis | 62 |
| Number of antenna cells inserted | 0 |
| Mapped Avg Cell Area | 7.77 um^2 |
| Yosys warnings | 1 |
| Wire per inst | 11.2 um |
| Largest vdd supply drop | 0.323 mV |
| Highest metal layer used by the detailed router | met3 |
| Met2 wire length | 2160 um |
| Detailed placer's ending HPWL | 3970 um |
| Period minus WS final | 9450 ps |
| Cts-stage hold buffer count | 0 |
| Arrival @ worst endpoint | 8230 ps |
| Storage element area | 0 um^2 |
| Final worst-path cycle share | 155% |
| Routability congestion estimate | 0.827 |
| OpenROAD warnings | 38 |
| Top Ports | 21 |
| Hold Violations, Final | 0 |
| Total track usage | 12.1% |
| Cell area after synthesis | 2010 um^2 |
| Highest cell delay on the worst timing path | 330 ps |
| Pre-Place Util | 43.2% |
| Setup crit start kind | input pin |
| Number of global-route vias before repair | 1966 |
| Highest Clock Rate | 106 MHz |
| Power density relative to cell area | 535 nW/um^2 |
| Width of the die | 89 um |
| Detailed-routing iteration count for the pre-antenna-repair pass | 4 |
| Worst setup slack before clock tree synthesis | -4340 ps |
| Routed wire length | 4750 um |
| Slew @ Worst Pin | 428 ps |
| Slew headroom | 71.1% |
| Number of nets with antenna violations after detailed routing | 0 |
| Area figure in the yosys stat output | 2010 um^2 |
| Static leakage power | 1.51 nW |
| Metal1 wirelength | 2480 um |
| Global-route wire length before repair | 8240 um |
| FF+latch count | 0 |
| Run status | finished with violations |
| Clock Buffer Count | 0 |
| Kind of critical path | input pin to output port |
| Worst path required time | 4880 ps |
| Chip Area | 7920 um^2 |
==> critical path, delay by kind of cell <==
family	cells	cell delay, ps
compound gates	12	1420
xor+xnor	8	1170
fa+ha+maj	8	2050
buf+inv	5	330
mux	6	1200
simple gates	9	850
==> metrics by stage <==
step | hold WS (ps) | instance area, um^2 | utilization, % | power, mW
detailed placement | 3510 | 3110 | 66.6 | 1.64
floorplan | 2470 | 2180 | - | 1.01
global placement | 3510 | 3110 | 66.6 | 1.63
finish | 3320 | 3310 | 71.1 | 1.77
CTS | 3280 | 3200 | 68.6 | 1.70
global route | 3360 | 3310 | 71.1 | 1.96
==> final timing paths <==
check	start	endpoint	depth (start not counted)
worst max-delay path	I[15]	NUMBER[4]	48
worst min-delay path	I[0]	NUMBER[1]	3
==> layout make-up <==
cell class / count / area, um^2
Fill cell: 374 / 1350
Inverter: 18 / 85.1
Multi-Input combinational cell: 229 / 2160
Tap cell: 54 / 67.6
Timing Repair Buffer: 124 / 1000
==> where the power goes <==
group          internal [mW]  switching (mW)
logic                   1.02           0.752
clock network              0               0
registers                  0               0
==> synthesized netlist by cell type (all sizes together), types with 3 or more instances <==
cell type  count  area (um^2)
mux2i         10          100
nand2         26         97.6
nor3b          5         47.5
xor2          19          211
xnor3          3         70.1
clkbuf         9         33.8
or2            5         31.3
mux2           4         45.0
o31ai          3         22.5
and3           3         18.8
o21ai         15         75.1
inv           18         70.1
nor2b          3         18.8
buf            3         20.0
o211ai         4         35.0
a21oi         13         65.1
xnor2         31          324
a211oi         3         22.5
nand3         10         55.1
xor3           3         73.8
ha            17          213
nor3           5         25.0
nor2          16         60.1
==> cell usage in the layout (no fill, tap or decap), types with 8 or more instances in the layout <==
cell type        synthesis  routed
buf_4                    0     100
nand2_1                 26      23
xnor2_1                 27      19
xor2_1                  16      16
nor2_1                  16      16
clkdlybuf4s50_1          0      14
inv_1                   17      13
a21oi_1                 13      10
ha_1                    17      10
xnor2_2                  2       9
nand3_1                  9       9
mux2i_1                 10       8
==> layer usage <==
metal / GRT usage (%) / vias to the layer above
li1: - / 1151
met3: 0.551 / 0
met4: 0 / 0
met1: 18.2 / 921
met2: 20.1 / 16
met5: 0 / -
==> kinds of logic after synthesis <==
kind of cell / share of synthesized area (%)
fa+ha+maj: 10.6
simple gates: 21.8
mux: 7.21
compound gates: 20.5
xor+xnor: 33.8
buf+inv: 6.16
==> timing repair <==
item / CTS / global route
setup endpoints to repair: 5 / 5
pin swaps: 25 / 26
buffers inserted: 7 / 5
gates resized: 32 / 27
Power and IR drop assume default switching activity.
