$ cat design/flow/config.mk
export PLATFORM = sky130hd
export DESIGN_NAME = BCD_DECODER
export DESIGN_NICKNAME = BCD_DECODER
export VERILOG_FILES = /design/flow/design.v
export SDC_FILE = /design/flow/constraint.sdc
export NUM_CORES = 4
export LEC_CHECK = 1
export CORE_AREA = 10 10 70 70
export DIE_AREA = 0 0 80 80
$ cat design/flow/constraint.sdc
current_design BCD_DECODER

set clk_period 1.9
set clk_io_pct 0.2

create_clock -name clk0 -period $clk_period [get_ports {CLK}]

set non_clock_inputs [all_inputs -no_clocks]
set_input_delay [expr $clk_period * $clk_io_pct] -clock clk0 $non_clock_inputs
set_output_delay [expr $clk_period * $clk_io_pct] -clock clk0 [all_outputs]
$ cat design/flow/design.v
module BCD_SEVEN(BCD, SEGMENT);
    input [3: 0] BCD;
    output [7: 0] SEGMENT;
    assign SEGMENT = (BCD == 4'h0) ? 8'hc0 :
                     (BCD == 4'h1) ? 8'hF9 :
                     (BCD == 4'h2) ? 8'hA4 :
                     (BCD == 4'h3) ? 8'hB0 :
                     (BCD == 4'h4) ? 8'h99 :
                     (BCD == 4'h5) ? 8'h92 :
                     (BCD == 4'h6) ? 8'h82 :
                     (BCD == 4'h7) ? 8'hF8 :
                     (BCD == 4'h8) ? 8'h80 :
                     (BCD == 4'h9) ? 8'h90 :
                     8'hFF;
endmodule
module COUNTER(CLK, RESET, Q);
    input CLK, RESET;
    output [3:0] Q;
    reg [3:0] Q;
    always @(posedge CLK or negedge RESET)
        if (!RESET)
            Q = 4'h0;
        else
            begin
                Q = Q + 1'b1;
                if (Q == 4'hD)
                    Q = 4'h0;
            end
endmodule
module BCD_DECODER(CLK, RESET, SEGMENT);
    input CLK;
    input RESET;
    output [7:0] SEGMENT;
    wire [3:0] BCD;
    COUNTER     A1  (.CLK(CLK), .RESET(RESET), .Q(BCD));
    BCD_SEVEN   A2  (.BCD(BCD), .SEGMENT(SEGMENT));
endmodule
$ cat design/flow/run.sh
#!/bin/bash
# OpenROAD 26Q1-2900-gdf79404cd8, Yosys 0.63+post, stock flow scripts
make -C /OpenROAD-flow-scripts/flow DESIGN_CONFIG=/design/flow/config.mk WORK_HOME=/design/flow/orfs finish
==> flow_summary.rst <==
Metrics
=======

.. list-table::
   :header-rows: 1

   * - Metric
     - Value
   * - Vias per std cell
     - 3.51
   * - Number of clock sinks seen by CTS
     - 4
   * - CP max FO
     - 4
   * - Depth of the worst register-to-register path
     - 5
   * - Logic family by area
     - AND-OR/OR-AND gates
   * - Final-report setup violation count
     - 4
   * - Share of post-route cells with drive strength above 1
     - 0.646
   * - Clock tree from TritonCTS
     - built
   * - Count of maximum capacitance violations
     - 0
   * - Setup TNS
     - -0.143 ns
   * - Effective utilization at floorplan
     - 0.127
   * - Number of global-route vias before repair
     - 451
   * - Power density over the cells
     - 230 nW/µm²
   * - Maximum root-to-sink buffer count
     - 2
   * - Path type of the worst setup path
     - register to primary output
   * - Setup repair after global routing missed its margin
     - yes
   * - Final count of hold timing violations
     - 0
   * - Remaining number of nets flagged by the antenna check after routing
     - 0
   * - Number of distinct library cells after synthesis
     - 28
   * - Post-DR wirelength/cell
     - 8.93 µm
   * - Largest net degree at the start of global routing
     - 10
   * - Share of synthesized cell area in and, or, nand and nor gates
     - 0.156
   * - Total DRC errors in the routed layout
     - 0
   * - Number of antenna violations at the first check in global routing
     - 0
   * - Number of flip-flops under the largest register name
     - 4
   * - Reg2Reg Setup Slack
     - 0.55 ns
   * - Antenna fix cells
     - 0
   * - I/O Pins
     - 10
   * - Crit path arrival time
     - 1.57 ns
   * - Standard-cell rows
     - 21
   * - Number of vias after detailed routing
     - 449
   * - Overflow left after global routing
     - 0
   * - Detailed-routed wire length on met3
     - 74 µm
   * - Final Max Slew Viols
     - 0
   * - Placer's final routability congestion estimate
     - 0.765
   * - Count of input and output buffers
     - 8
   * - Core Region
     - 3420 µm²
   * - Share of synthesized area spent on multiplexers
     - 0
   * - Netlist area before placement
     - 434 µm²
   * - Outcome
     - finished, violations left
   * - Worst r2r dst
     - A1.Q[2]$_DFF_PN0_
   * - Maximum level of the CTS H-tree
     - 1
   * - Parity-gate share of the synthesized area counting xor and xnor cells
     - 0.0403
   * - Sum of met2 wire segment lengths after detailed routing
     - 504 µm
   * - Number of detailed-route iterations in the first pass
     - 4
   * - Area fraction in full adders, half adders and majority gates
     - 0.144
   * - Area added between synthesis and finish
     - 91.1%
   * - DP Wirelength
     - 746 µm
   * - Critical path endpoint category
     - primary output
   * - Core occupancy in the finished layout
     - 0.243
   * - Top routing layer used
     - met3
   * - Post-cts hold-fix buffer tally
     - 0
   * - Chip Area, Yosys
     - 434 µm²
   * - Final Worst Setup Slack
     - -0.0510 ns
   * - Yosys cell count
     - 51
   * - Achievable frequency
     - 0.513 GHz
   * - Wire length on met1
     - 564 µm
   * - Critical path's largest stage delay
     - 0.40 ns
   * - OpenROAD warning count
     - 31
   * - Horizontal extent of the die
     - 80 µm
   * - Final setup skew
     - 0.000334 ns
   * - Top_reg_cell synth
     - sky130_fd_sc_hd__dfrtp_1
   * - Final Routed Wirelength
     - 1.14 mm
   * - Critical Path Start Type
     - register
   * - Worst hold path class
     - input pin to async pin
   * - Chip area
     - 6400 µm²
   * - Insertion Delay late pin
     - 0.23 ns
   * - Worst vdd rail ir drop
     - 0.176 mV
   * - Compound Share, Synth
     - 0.305
   * - Number of buffers inserted during clock tree synthesis
     - 3
   * - Post-layout period usage of the worst path
     - 1.03
   * - Fraction of registers with async set or reset after synthesis
     - 1.00
   * - Yosys reg bits
     - 4
   * - Cell type of the slowest stage on the worst timing path
     - sky130_fd_sc_hd__dfrtp_1
   * - Count of mapped cells out of synthesis
     - 51
   * - Reg-to-reg startpoint
     - A1.Q[0]$_DFF_PN0_
   * - Number of enable flip-flop cells
     - 0
   * - Leakage power
     - 0.363 nW
   * - Required time worst endpoint
     - 1.52 ns
   * - Syn_area_per_cell
     - 8.51 µm²
   * - Clock root buffer
     - sky130_fd_sc_hd__clkbuf_4
   * - Die outline height
     - 80 µm
   * - Wire length of the first global-routing pass
     - 1.82 mm
   * - Critical path cell sequence
     - inv_2 -> ha_4 -> buf_6 -> o21ba_4 -> a311oi_2 -> a21oi_2 -> buf_2
   * - Drt initial violations
     - 29
   * - Global-route usage over all layers
     - 0.0334
   * - Most common cell after layout, fill and taps aside
     - sky130_fd_sc_hd__buf_4
   * - Post-CTS clock slew at the launch and capture registers of the worst setup and hold paths
     - 0.04 ns
   * - Failing checks
     - setup timing
   * - Sequential area share after synthesis
     - 0.231
   * - Top library cells by usage in the layout, fill and taps aside
     - sky130_fd_sc_hd__buf_4, sky130_fd_sc_hd__buf_6, sky130_fd_sc_hd__buf_2, sky130_fd_sc_hd__ha_4
   * - Count of synthesis-stage warnings from yosys
     - 1
   * - Min Clock Period, post-route
     - 1.95 ns
## stage by stage
step	cells	cell area (µm²)	setup WS (ns)	total power, mW	hold WS, ns
floorplan	51	434	0.286	0.0882	0.0844
global placement	112	623	-0.260	0.0904	0.588
detailed placement	112	623	-0.277	0.0904	0.597
CTS	126	812	-0.0503	0.197	0.352
global route	128	830	-0.156	0.201	0.358
finish	128	830	-0.0510	0.190	0.351
## report_power, final
| part | total, mW | leakage [nW] | internal (mW) | switching (mW) |
|---|---|---|---|---|
| combinational | 0.00340 | 0.303 | 0.00183 | 0.00157 |
| clock | 0.101 | 0.0138 | 0.0704 | 0.0310 |
| sequential | 0.0857 | 0.0463 | 0.0857 | 0 |
## per-layer routing
layer	GRT usage	up-vias
met2	0.0522	10
met4	0.00352	0
met1	0.0433	199
met5	0	-
li1	-	240
met3	0.0136	0
## cell usage after synthesis (all sizes together), types with 2 or more instances
| master | count | area, µm² |
|---|---|---|
| o21ai | 5 | 25.0 |
| nand2 | 2 | 7.51 |
| ha | 5 | 62.6 |
| nor2b | 2 | 12.5 |
| dfrtp | 4 | 100 |
| nor2 | 4 | 15.0 |
| a21boi | 2 | 15.0 |
| inv | 5 | 18.8 |
| buf | 4 | 31.3 |
| a21oi | 3 | 15.0 |
## kinds of logic (layout without fill, tap and decap cells)
family,Yosys count,in the layout
other,1,1
AND/OR/NAND/NOR,12,12
AND-OR/OR-AND,18,18
buffers and inverters,9,40
XOR/XNOR,2,2
adder cells (fa/ha/maj),5,5
flip-flops,4,4
## what timing repair did
| action | 4_1_cts | 5_1_grt |
|---|---|---|
| resized | 48 | 3 |
| setup buffers | 11 | 2 |
| pin swaps | 11 | 4 |
| setup endpoints to repair | 7 | 7 |
## worst max-delay path, delay by kind of cell, from the launching register on
family                     cells  cell delay, ns
adders and majority gates      1            0.16
buffers and inverters          3            0.31
AOI/OAI and AO/OA              3            0.46
DFF                            1            0.40
## worst max-delay path by stage
stage	from	endpoint	slack, ns	cells past startpoint
CTS	A1.Q[1]$_DFF_PN0_	SEGMENT[6]	-0.05	7
finish	A1.Q[1]$_DFF_PN0_	SEGMENT[6]	-0.05	7
global route	A1.Q[1]$_DFF_PN0_	SEGMENT[1]	-0.16	6
## final cells by class
cell class,instances,area [µm²]
inverter,5,21.3
tap,46,57.6
multi-input combinational,38,375
timing repair buffer,32,251
clock buffer,3,22.5
fill,365,2590
sequential,4,101
Power is estimated from default activity; no workload was simulated.
